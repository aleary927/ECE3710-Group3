==> ./design.v <==
module MemoryFSM(
  input clk, reset,
  input next,
  input [15:0] data_in,
  output reg wr_en, 
  output reg [9:0] addr,
  output reg [15:0] data_out
  );
  reg p_next;          
  reg en;              
  reg [2:0] ps, ns;      
  reg [15:0] data_buffer;  
  parameter S0 = 3'b000; 
  parameter S1 = 3'b001; 
  parameter S2 = 3'b010; 
  parameter S3 = 3'b011; 
  parameter S4 = 3'b100;
  parameter S5 = 3'b101; 
  parameter S6 = 3'b110; 
  parameter S7 = 3'b111; 
  initial begin 
    p_next = 0; 
    en = 0; 
    ps = 0; 
    ns = 0; 
    wr_en = 0;
    addr = 0;
    data_out = 0;
    data_buffer = 0;
  end
  always @(posedge clk) begin 
    if (reset) begin
      en <= 0;
      p_next <= 0;
    end
    else begin 
      if (next) begin
        en <= ~p_next;
      end
      p_next <= next;
    end
  end
  always @(posedge clk) begin 
    if (reset) begin
      ps <= S0;
      data_buffer <= 0;
    end
    else if (en) begin
      ps <= ns;
      data_buffer <= data_in;
    end
  end
  always @(*) begin 
    case (ps) 
      S0: ns = S1; 
      S1: ns = S2;
      S2: ns = S3;
      S3: ns = S4;
      S4: ns = S5;
      S5: ns = S6;
      S6: ns = S7;
      S7: ns = S7;
      default: ns = S0;
    endcase
  end
  always @(*) begin 
    case (ps) 
      S0: begin 
        wr_en = 0; 
        data_out = 16'h0; 
        addr = 10'h0;
      end
      S1: begin 
        wr_en = 1; 
        data_out = 16'h3FF; 
        addr = 10'h3FF;
      end
      S2: begin 
        wr_en = 1; 
        data_out = 16'hF;; 
        addr = 10'h07A;
      end
      S3: begin 
        wr_en = 1; 
        data_out = 16'h10;
        addr = 10'h0;
      end
      S4: begin 
        wr_en = 0; 
        data_out = 16'h0; 
        addr = 10'h3FF;
      end
      S5: begin 
        wr_en = 0; 
        data_out = 16'h0; 
        addr = 10'h0;
      end
      S6: begin 
        wr_en = 1; 
        data_out = data_buffer + 16'h3;
        addr = 10'h0;
      end
      S7: begin 
        wr_en = 0; 
        data_out = 16'h0; 
        addr = 10'h7A;
      end
      default: begin 
        wr_en = 0; 
        data_out = 0; 
        addr = 0;
      end
    endcase
  end
endmodule
==> ./run.sh <==
#!/bin/bash
# OpenROAD 26Q1-2900-gdf79404cd8, Yosys 0.63+post, stock flow scripts
make -C /OpenROAD-flow-scripts/flow DESIGN_CONFIG=/design/flow/config.mk WORK_HOME=/design/flow/orfs finish
==> ./config.mk <==
export PLATFORM = sky130hd
export DESIGN_NAME = MemoryFSM
export DESIGN_NICKNAME = MemoryFSM
export VERILOG_FILES = /design/flow/design.v
export SDC_FILE = /design/flow/constraint.sdc
export NUM_CORES = 4
export LEC_CHECK = 1
export CORE_AREA = 10 10 98 98
export DIE_AREA = 0 0 108 108
==> ./constraint.sdc <==
current_design MemoryFSM

set clk_period 4.0
set clk_io_pct 0.2

create_clock -name clk0 -period $clk_period [get_ports {clk}]

set non_clock_inputs [all_inputs -no_clocks]
set_input_delay [expr $clk_period * $clk_io_pct] -clock clk0 $non_clock_inputs
set_output_delay [expr $clk_period * $clk_io_pct] -clock clk0 [all_outputs]
==> flow_summary.ini <==
; generated from flow reports
[cells_and_area]
num-fill-cells = 817
final_area_um2 = 1928
syn2layout_area_growth_pct = 37.34
final_util = 0.2521
drive_gt1_frac = 0.03902

[synth]
ys_chip_area_um2 = 1404
yosys_warnings = 1
postSynthSeqShare = 0.2995
ys_types = 35
syn_inst = 173
syn_area_per_cell_um2 = 8.115
top_area_cell = dfxtp_1
ff_type = dfxtp_1
top_cells_by_area = dfxtp_1, mux2i_1, nor2_1
edf_count = 0
ys_cells = 173
synth.top_cell.area_share = 0.2995
async_flop_share = 0
ys.flops = 21
netlist_area_um2 = 1404

[floorplanning]
row_count = 32
core-area_um2 = 7647
die_w_um = 108
die_h_um = 108
fp_util = 0.1836
num_io_pins = 46
chip_area_um2 = 11660

[worst_setup_path]
arrival_ps = 2540
crit_required_ps = 3200
r2r_slack_ps = 2720
cpPeakStageDelay_ps = 550
crit_path_cell_trace = inv_1 -> ha_1 -> nand3b_2 -> or4_1 -> a21oi_1 -> clkdlybuf4s50_1
critPathKind = reg -> out
endpoint_kind = output port
r2r_cells = 5
start_kind = register
path_depth = 6
path_max_fanout = 9
path_buffers = 2
rr_startpoint = ps[0]
r2r_end = ps[1]
slowest_stage = or4_1
critical-path-top-delay-family = simple AND/OR/NAND/NOR gates

[clock_network]
cts_buffers = 3
cts_buffer_depth = 2
clkLatencyLatePin_ps = 250
clk_pin_slew_ps = 70
post_cts_buffers = 0
clock-root-buffer = clkbuf_8
cts_tree = yes
htree_levels = 1
cts_resized = 0
hold_buffers = 0
cts.sinks = 21

[worst_hold_path]
hp-start = p_next
hp-class = reg -> reg
min_path_cells = 1
min_to = en

[detailed_routing]
drt_iter0_drc = 108
via_per_inst = 4.270
ant_nets = 0
vias = 1311
finalWirelength_mm = 3.919
post-route-drc-count = 0
drtPass1Iterations = 4
routedWlPerCell_um = 12.77
antenna_cells = 0

[timing]
period_used_share = 0.8345
hold_ws_ps = 408.8
period_needed_ps = 3338
setup_viol = 0
fin_skew_ps = 3.538
rsz0062_at_grt = false
final_hold_viol_count = 0
fmax_mhz = 299.6
fin_tns_setup_ps = 0
slew_viol_final = 0
worst_pin_slew_ps = 823.0
slew_headroom = 0.4496

[power]
ir_drop_v = 0.0001259
p_leak_nw = 0.6637
p_per_area_nw_per_um2 = 273.0
power_mw = 0.5264

[status]
status = finished clean

[placed_design]
gp_congestion = 0.8262
post-dp-hpwl_mm = 3.048
placed_area_um2 = 1883
io_buffers = 45

[global_routing]
antenna_found_initial = 0
gr-total-overflow = 0
grt_pass1_wl_mm = 6.499
grt_usage = 0.06670
grt_max_degree = 22
grt_pass1_vias = 1244

[run]
tool_warnings = 28
cap_violations = 0
==> layout make-up <==
| class | instances | area (um^2) | area share |
|---|---|---|---|
| Tap cell | 102 | 127.6 | 0.06619 |
| Sequential cell | 21 | 420.4 | 0.2180 |
| Inverter | 7 | 26.28 | 0.01363 |
| Clock buffer | 4 | 45.04 | 0.02336 |
| Timing Repair Buffer | 46 | 457.9 | 0.2375 |
| Multi-Input combinational cell | 127 | 850.8 | 0.4413 |
==> where the power goes <==
group | leakage (nW) | total, mW | switching, mW | internal, mW
clock | 0.0228 | 0.136 | 0.0650 | 0.0708
sequential | 0.172 | 0.240 | 0.0183 | 0.222
combinational | 0.469 | 0.150 | 0.0521 | 0.0983
==> logic make-up (layout without fill, tap and decap cells) <==
| logic type | Yosys count | count (layout) | share of synthesized area |
|---|---|---|---|
| and+or+nand+nor | 71 | 71 | 0.2567 |
| DFF | 21 | 21 | 0.2995 |
| muxes | 22 | 22 | 0.1569 |
| xor gates and xnor gates | 4 | 4 | 0.02496 |
| AOI/OAI and AO/OA | 25 | 25 | 0.1230 |
| adders and majority gates | 5 | 5 | 0.04456 |
| buffers and inverters | 25 | 57 | 0.09448 |
==> layer usage <==
metal  vias to the layer above  part of all wire  global-route usage
met5                         -                 0                   0
met4                         0            0.0041            0.005725
met3                         2             0.069             0.01566
met2                        39              0.45              0.1017
met1                       594              0.48             0.09725
li1                        676                 -                   -
==> cells in the mapped netlist, types with 2 or more instances <==
master and count:
o21ai_0 3, o31ai_1 2, nor4_1 4, o211ai_1 4
inv_1 7, nand2_1 13, a211oi_1 2, buf_4 8
or4_1 6, nor3_1 2, a21oi_1 7, mux2i_1 22
ha_1 5, clkbuf_1 3, nand4_1 4, nor2b_1 2
nor2_1 24, nand3_1 7, dfxtp_1 21, nand2b_1 4
xor2_1 3, a211o_1 2, buf_2 6
==> layout by cell type (no fill, tap or decap), types with 5 or more instances in the layout <==
cell	n
clkdlybuf4s50_1	45
nor2_1	24
mux2i_1	22
dfxtp_1	21
nand2_1	13
inv_1	7
nand3_1	7
a21oi_1	7
or4_1	6
ha_1	5
==> sequential cells by signal, summed over array words and instances (netlist names) <==
register and flops:
en 1, data_buffer 16, ps 3, p_next 1
==> how the worst max path moves through the flow <==
stage             endpoint           start  slack [ps]
CTS           data_out[10]  data_buffer[0]         650
global route  data_out[10]  data_buffer[0]         510
finish        data_out[10]  data_buffer[0]         660
==> through the flow <==
stage          std cells  setup slack [ps]
5_1_grt              307             509.2
3_3_place_gp         303             974.7
6_report             307             662.0
3_5_place_dp         303             965.1
2_1_floorplan        173              1668
4_1_cts              307             645.2
==> worst reg2reg max path, stage by stage, from the launching register on <==
cell and delay (ps):
dfxtp_1 470, inv_1 100, ha_1 240, nor2b_1 110
a21oi_1 50, a211oi_1 220
Power is estimated from default activity; no workload was simulated.
