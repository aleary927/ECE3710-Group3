--- /design/flow/design.v ---
module AudioCodec_config 
(
  input clk, 
  input reset_n, 
  inout I2C_SDAT,
  output I2C_SCLK,
  output reg init_complete      
);
  localparam TRANSFER_MASK = {8'h0, 1'h1, 8'h0, 1'h1, 8'h0, 1'h1};
  localparam MAX_REG = 9;
  reg [3:0] rom_address; 
  wire [23:0] rom_data;
  wire transfer_in_progress;
  wire [26:0] rom_data_i2c;
  wire start_transfer;       
  reg l_transfer_status;
  always @(posedge clk) begin 
    if (!reset_n) begin
      rom_address <= 0; 
    end
    else if (!transfer_in_progress & l_transfer_status)
      rom_address <= rom_address + 1'b1;
  end
  always @(posedge clk) begin
    if (!reset_n) begin
      l_transfer_status <= 0; 
    end
    else begin
      l_transfer_status <= transfer_in_progress; 
    end
  end
  always @(posedge clk) begin 
    if (!reset_n) 
      init_complete <= 0;
    else if (rom_address == (MAX_REG + 1)) 
      init_complete <= 1;
  end
  assign start_transfer = ~init_complete;
  assign rom_data_i2c = {rom_data[23:16], 1'b0, rom_data[15:8], 1'b0, rom_data[7:0], 1'b0};
  I2C_bus_controller i2c_controller (
    .clk(clk), 
    .reset_n(reset_n), 
    .start_transfer(start_transfer),
    .data_in(rom_data_i2c), 
    .transfer_mask(TRANSFER_MASK), 
    .i2c_data(I2C_SDAT), 
    .i2c_clk(I2C_SCLK),
    .data_out(), 
    .transfer_in_progress(transfer_in_progress)
  );
  AudioCodec_config_rom config_rom (
    .addr(rom_address), 
    .config_data(rom_data)
  );
endmodule
module AudioCodec_config_rom 
(
  input [3:0] addr, 
  output reg [23:0] config_data
);
  localparam LRIN_BOTH  = 1'b0, 
             RLIN_BOTH  = 1'b0,
             LIN_MUTE   = 1'b0,
             RIN_MUTE   = 1'b0,
             LINVOL     = 5'b11010,
             RINVOL     = 5'b11010; 
  localparam RLHP_BOTH  = 1'b0,
             LRHP_BOTH  = 1'b0,
             LZCEN      = 1'b0,
             RZCEN      = 1'b0,
             LHPVOL     = 7'b1110010,   
             RHPVOL     = 7'b1110010;   
  localparam SIDEATT    = 2'b11,
             SDETONE    = 1'b1, 
             DAC_SEL    = 1'b1,     
             BYPASS     = 1'b1, 
             INSEL      = 1'b0,
             MUTE_MIC   = 1'b0,
             MIC_BOOST  = 1'b0;
  localparam  HPOR      = 1'b0, 
              DAC_MU    = 1'b0, 
              DEEMPH    = 2'b11,
              ADC_HPD   = 1'b0;
  localparam  PWR_OFF     = 1'b0, 
              CLK_OUTPD   = 1'b0, 
              OSCPD       = 1'b0, 
              OUTPD       = 1'b0, 
              DACPD       = 1'b0, 
              ADCPD       = 1'b0, 
              MICPD       = 1'b0, 
              LINEINPD    = 1'b0;
  localparam  BCLK_INV  = 1'b0,
              MS        = 1'b0,          
              LR_SWAP   = 1'b0, 
              LRP       = 1'b0, 
              IWL       = 2'b00,     
              FORMAT    = 2'b01;     
  localparam  SR          = 4'b0000,       
              CLKO_DIV2   = 1'b0, 
              CLKI_DIV2   = 1'b0, 
              BOSR        = 1'b1, 
              USB_NORM    = 1'b0;
  localparam ACTIVE = 1'b1;
  localparam  R0    = {LRIN_BOTH, LIN_MUTE, 2'b00, LINVOL},
              R1	  = {RLIN_BOTH, RIN_MUTE, 2'b00, RINVOL},
              R2	  = {LRHP_BOTH, LZCEN, LHPVOL},  
              R3	  = {RLHP_BOTH, RZCEN, RHPVOL},   
              R4	  = {1'b0, SIDEATT, SDETONE, DAC_SEL, BYPASS, INSEL, MUTE_MIC, MIC_BOOST},   
              R5	  = {4'b0000, HPOR, DAC_MU, DEEMPH, ADC_HPD},   
              R6	  = {1'b0, PWR_OFF, CLK_OUTPD, OSCPD, OUTPD, DACPD, ADCPD, MICPD, LINEINPD},
              R7	  = {1'b0, BCLK_INV, MS, LR_SWAP, LRP, IWL, FORMAT},  
              R8	  = {1'b0, CLKO_DIV2, CLKI_DIV2, SR, BOSR, USB_NORM},   
              R9	  = {8'b00000000, ACTIVE};
  always @(*) begin 
    case(addr) 
      4'h0: config_data = {8'h34, 7'h0, R0}; 
      4'h1: config_data = {8'h34, 7'h1, R1};
      4'h2: config_data = {8'h34, 7'h2, R2};
      4'h3: config_data = {8'h34, 7'h3, R3};
      4'h4: config_data = {8'h34, 7'h4, R4};
      4'h5: config_data = {8'h34, 7'h5, R5};
      4'h6: config_data = {8'h34, 7'h6, R6};
      4'h7: config_data = {8'h34, 7'h7, R7};
      4'h8: config_data = {8'h34, 7'h8, R8};
      4'h9: config_data = {8'h34, 7'h9, R9};
      default: config_data = {8'h00, 7'h9, 9'h000};      
    endcase
  end
endmodule
module I2C_bus_controller #(parameter DATA_WIDTH = 27)
(
  input clk, 
  input reset_n,           
  input start_transfer,    
  input [DATA_WIDTH - 1:0] data_in,           
  input [DATA_WIDTH - 1:0] transfer_mask,     
  inout i2c_data,          
  output i2c_clk,          
  output [DATA_WIDTH - 1:0] data_out,         
  output reg transfer_in_progress
);
  localparam SLW_CLK_COUNTER_WIDTH = 11;
  localparam COUNTER_WIDTH = 5;
  localparam IDLE = 3'h0; 
  localparam INITIALIZE = 3'h1;      
  localparam START_BIT = 3'h2; 
  localparam TRANSFER = 3'h3;        
  localparam STOP_BIT = 3'h4;
  reg ready_for_transfer;
  wire slw_clk;            
  reg [COUNTER_WIDTH - 1:0] count;
  wire toggle_data_in; 
  wire toggle_data_out;
  reg new_data;
  reg [DATA_WIDTH - 1:0] shiftreg_data;    
  reg [DATA_WIDTH - 1:0] shiftreg_mask;    
  reg [2:0] state, n_state;
  always @(posedge clk) begin 
    if (!reset_n) begin 
      state <= IDLE;
    end
    else begin 
      state <= n_state;
    end
  end
  always @(*) begin 
    case (state) 
      IDLE: begin 
        if (toggle_data_in & start_transfer & ready_for_transfer) 
          n_state = INITIALIZE;
        else 
          n_state = IDLE;
      end
      INITIALIZE: begin 
        n_state = START_BIT;
      end
      START_BIT: begin 
        if (toggle_data_out) 
          n_state = TRANSFER;
        else 
          n_state = START_BIT;
      end
      TRANSFER: begin
        if (toggle_data_out & (count == (DATA_WIDTH - 1))) 
          n_state = STOP_BIT;
        else 
          n_state = TRANSFER;
      end
      STOP_BIT: begin
        if (toggle_data_in) 
          n_state = IDLE;
        else 
          n_state = STOP_BIT;
      end
      default: n_state = IDLE;
    endcase
  end
  always @(posedge clk) begin 
    if (!reset_n) 
      transfer_in_progress <= 0; 
    else if (state == INITIALIZE) 
      transfer_in_progress <= 1;
    else if (state == IDLE)
      transfer_in_progress <= 0;
  end
  always @(posedge clk) begin 
    if (!reset_n) 
      ready_for_transfer <= 0; 
    else if ((state == IDLE) & toggle_data_in)
      ready_for_transfer <= 1;
    else if (state == INITIALIZE)
      ready_for_transfer <= 0;
  end
  always @(posedge clk) begin 
    if (!reset_n) begin 
      count <= 0; 
      shiftreg_mask <= 0; 
      shiftreg_data <= 0;
    end
    else begin
      if (state == INITIALIZE) begin 
        count <= 0; 
        shiftreg_data <= data_in;
        shiftreg_mask <= transfer_mask;
      end
      else if (toggle_data_out & (state == TRANSFER)) begin 
        count <= count + 1'b1;
        shiftreg_data <= {shiftreg_data[DATA_WIDTH - 2:0], new_data};
        shiftreg_mask <= {shiftreg_mask[DATA_WIDTH - 2:0], 1'b0};
      end
    end
  end
  always @(posedge clk) begin 
    if (!reset_n) 
      new_data <= 0;
    else if (toggle_data_in & (state == TRANSFER)) 
      new_data <= i2c_data;
  end
  assign i2c_clk = (state == IDLE) ? 1'b1 : slw_clk;
  assign i2c_data = (state == IDLE) ? 1'b1 :     
                        (state == TRANSFER) ?  
                          (
                            (shiftreg_mask[DATA_WIDTH - 1]) ? 1'bz : 
                              shiftreg_data[DATA_WIDTH - 1] 
                          ) 
                            : 1'b0;      
  assign data_out = shiftreg_data;     
  I2C_clock_generator #(11) i2c_clk_gen (
    .clk(clk), 
    .reset_n(reset_n), 
    .slw_clk(slw_clk),
    .middle_of_high(toggle_data_in), 
    .middle_of_low(toggle_data_out)
  );
endmodule
module I2C_clock_generator #(parameter COUNTER_WIDTH = 10) 
(
  input clk, 
  input reset_n, 
  output reg slw_clk, 
  output reg middle_of_high, 
  output reg middle_of_low
);
  reg [COUNTER_WIDTH - 1:0] clk_count;
  always @(posedge clk) begin 
    if (!reset_n) 
      clk_count <= 0;
    else 
      clk_count <= clk_count + 1'b1;
  end
  always @(posedge clk) begin 
    if (!reset_n) 
      slw_clk <= 0;
    else 
      slw_clk <= clk_count[COUNTER_WIDTH - 1];
  end
  always @(posedge clk) begin 
    if (!reset_n) 
      middle_of_high <= 0;
    else 
      middle_of_high <= clk_count[COUNTER_WIDTH - 1] & 
                        ~clk_count[COUNTER_WIDTH - 2] & 
                        (&(clk_count[COUNTER_WIDTH - 3:0]));
  end
  always @(posedge clk) begin 
    if (!reset_n)
      middle_of_low <= 0;
    else 
      middle_of_low <= ~clk_count[COUNTER_WIDTH - 1] & 
                        ~clk_count[COUNTER_WIDTH - 2] & 
                        (&(clk_count[COUNTER_WIDTH - 3:0]));
  end
endmodule
--- /design/flow/run.sh ---
#!/bin/bash
# OpenROAD 26Q1-2900-gdf79404cd8, Yosys 0.63+post, stock flow scripts
make -C /OpenROAD-flow-scripts/flow DESIGN_CONFIG=/design/flow/config.mk WORK_HOME=/design/flow/orfs finish
--- /design/flow/config.mk ---
export PLATFORM = sky130hd
export DESIGN_NAME = AudioCodec_config
export DESIGN_NICKNAME = AudioCodec_config
export VERILOG_FILES = /design/flow/design.v
export SDC_FILE = /design/flow/constraint.sdc
export NUM_CORES = 4
export LEC_CHECK = 1
export CORE_UTILIZATION = 40
--- /design/flow/constraint.sdc ---
current_design AudioCodec_config

set clk_period 3.5
set clk_io_pct 0.2

create_clock -name clk0 -period $clk_period [get_ports {clk}]

set non_clock_inputs [all_inputs -no_clocks]
set_input_delay [expr $clk_period * $clk_io_pct] -clock clk0 $non_clock_inputs
set_output_delay [expr $clk_period * $clk_io_pct] -clock clk0 [all_outputs]
==> impl_metrics.env <==
# flow metrics
export IMPL_status="complete, no violations"
export IMPL_h_tree_depth=3
export IMPL_synth_most_common_cell="dfxtp_1"
export IMPL_critical_path_buf_inv_count=1
export IMPL_synth_cell_types=43
export IMPL_final_setup_tns_ns=0
export IMPL_synthCells=308
export IMPL_detail_route_first_pass_iterations=4
export IMPL_warning_count=27
export IMPL_critPathSlowestCell="clkdlybuf4s50_1"
export IMPL_core_mm2=0.00646
export IMPL_grt_overflow=0
export IMPL_yosys_top_cells_count="dfxtp_1, nand2_1, nor2_1"
export IMPL_syn_area_per_cell_um2=8.88
export IMPL_finalMaxSlewViolations=0
export IMPL_async_flop_share_pct=0
export IMPL_ys_warn_count=5
export IMPL_die_h_um=84.7
export IMPL_endpoint_kind="flop"
export IMPL_path_cells="clkdlybuf4s50_1 > nand2b_1 > mux2i_2 > o22ai_1"
export IMPL_relSlewSlack_pct=54.6
export IMPL_max_freq_ghz=0.432
export IMPL_ys_chip_area_mm2=0.00273
export IMPL_crit_type="primary input to flop"
export IMPL_postCtsSetupRepairBufs=0
export IMPL_antenna_cells=0
export IMPL_grt_pass1_vias=1824
export IMPL_flop_cell="dfxtp_1"
export IMPL_top_cell_area_share_pct=52.7
export IMPL_top_cells_by_area="dfxtp_1, nand2_1, a21oi_1"
export IMPL_root_buffer="clkbuf_8"
export IMPL_yosys_cells=308
export IMPL_crit_family="buffers and inverters"
export IMPL_drive_above_1_share_pct=8.54
export IMPL_clk_latency_ns=0.34
export IMPL_clkTransAtPathRegs_ns=0.08
export IMPL_layout_setup_ws_ns=1.18
export IMPL_synth_flop_count=72
export IMPL_hold_violations=0
export IMPL_fin_crit_sh_pct=66.2
export IMPL_max_stage_delay_ns=0.88
export IMPL_cts_buffers=9
export IMPL_worstHoldPathType="flop to flop"
export IMPL_ctsResizeCount=0
export IMPL_pwr_share_seq_pct=50.1
export IMPL_fin_skew_ns=0.0101
export IMPL_grt_use_total_pct=14.2
export IMPL_antenna_found_initial=0
export IMPL_finalSetupViolCount=0
export IMPL_p_leak_uw=0.00109
export IMPL_sw_frac_of_total_pct=19.7
export IMPL_startpoint_type="primary input"
export IMPL_dpl_worst_slack_ns=0.807
export IMPL_ant_nets=0
export IMPL_max_cap_viol_count=0
export IMPL_wire_per_inst_um=11.7
export IMPL_fillers=598
export IMPL_drcViolationCount=0
export IMPL_viasPerCell=5.06
export IMPL_fin_crit_ns=2.32
export IMPL_cp_max_fo=16
export IMPL_area_growth_pct=12.3
export IMPL_placed_area_mm2=0.00282
export IMPL_tightest_slew_ns=0.668
export IMPL_numPortBuffers=3
export IMPL_switchingPower_uw=323
export IMPL_clk_path_buf_depth=2
export IMPL_clock_power_share_pct=48.7
export IMPL_fp_utilization_pct=42.3
export IMPL_dr_total_vias=1988
export IMPL_postSynthSeqShare_pct=52.7
export IMPL_gp_congestion=0.823
export IMPL_chip_area_mm2=0.00717
export IMPL_placed_cells=377
export IMPL_p_int_uw=1320
export IMPL_required_ns=3.70
export IMPL_dp_hpwl_mm=2.77
export IMPL_ios=5
export IMPL_final_cells=393
export IMPL_cts_hold_buffers=0
export IMPL_drt_wl_total_mm=4.59
export IMPL_ir_drop_mv=0.349
export IMPL_rows=29
export IMPL_design_area_mm2=0.00307
export IMPL_ff2ff_setup_slack_ns=1.76
export IMPL_edf_count=0
export IMPL_cp_arrival_ns=2.52
export IMPL_combPwrFrac_pct=1.2
export IMPL_grt_max_degree=34
export IMPL_top_area_cell="dfxtp_1"
export IMPL_power_density_mw_per_mm2=536
export IMPL_die_w_um=84.7
export IMPL_rsz0062_at_grt="no"
export IMPL_grt_pass1_wl_mm=8.12
export IMPL_syn_area_mm2=0.00273
export IMPL_cts_sinks=72
export IMPL_cts_tree="done"
export IMPL_first_iter_violations=114
-- cell usage in the layout (no fill, tap or decap), types with 4 or more instances in the layout --
master and count:
nor2_1 30, a21oi_1 23, and2_1 5, xnor2_1 5, o21ai_0 4, nand2_1 71
nand4_1 6, nor3_1 4, a311oi_1 11, ha_1 6, inv_1 8, clkbuf_8 10
a31oi_1 6, xor2_1 6, nand3_1 7, dfxtp_1 72
-- per-layer routing --
layer  up-vias  track usage, %  routed length (µm)
li1       1043               -                   -
met1       915            21.2                2410
met2        23            22.1                1950
met3         7            3.78                 160
met4         0            1.85                  70
met5         -               0                   0
-- worst register-to-register path: stages (launching register included) --
cell and delay [ns]:
dfxtp_1 0.36, nor2b_2 0.25, nand4_1 0.20, mux2i_2 0.61
o22ai_1 0.18
-- per-stage QoR --
stage | power, µW | hold WS, ns | utilization, %
finish | 1650 | 0.449 | 47.5
detailed placement | 864 | 0.444 | 43.6
global placement | 865 | 0.437 | 43.6
global route | 1710 | 0.479 | 47.5
CTS | 1660 | 0.456 | 47.5
floorplan | 858 | 0.426 | -
-- logic make-up after synthesis --
logic type / share of synthesized area (%)
and+or+nand+nor: 23.0
AOI/OAI and AO/OA: 12.2
adders and majority gates: 2.75
DFF: 52.7
buffers and inverters: 3.75
muxes: 2.06
xor gates and xnor gates: 3.52
-- final timing paths --
check                                                start                                       endpoint  depth (start not counted)
min reg2reg  i2c_controller.shiftreg_data[16]$_SDFFE_PN0P_  i2c_controller.shiftreg_data[17]$_SDFFE_PN0P_                          2
max                                                reset_n              config_rom.config_data[1]$_DFF_P_                          4
max reg2reg                   l_transfer_status$_SDFF_PN0_              config_rom.config_data[1]$_DFF_P_                          4
min          i2c_controller.shiftreg_data[16]$_SDFFE_PN0P_  i2c_controller.shiftreg_data[17]$_SDFFE_PN0P_                          2
-- flip-flops by register name (all words and copies together), names as in the netlist --
register                                   flops
init_complete                                  1
i2c_controller.count                           5
i2c_controller.i2c_clk_gen.middle_of_high      1
i2c_controller.shiftreg_data                  27
i2c_controller.i2c_clk_gen.middle_of_low       1
config_rom.config_data                        12
l_transfer_status                              1
i2c_controller.i2c_clk_gen.slw_clk             1
i2c_controller.i2c_clk_gen.clk_count          11
i2c_controller.state                           5
rom_address                                    4
i2c_controller.transfer_in_progress            1
i2c_controller.new_data                        1
i2c_controller.ready_for_transfer              1
-- layout make-up --
| class | instances | area, µm² | share of cell area, % |
|---|---|---|---|
| Inverter | 10 | 37.5 | 1.22 |
| Clock inverter | 6 | 114 | 3.71 |
| Sequential cell | 72 | 1440 | 47.0 |
| Tap cell | 77 | 96.3 | 3.14 |
| Clock buffer | 10 | 138 | 4.48 |
| Multi-Input combinational cell | 212 | 1190 | 38.8 |
| Timing Repair Buffer | 6 | 52.6 | 1.71 |
-- power by group through the flow --
stage	registers (µW)	clock network [µW]	logic, µW
after CTS	825	818	20.7
after global routing	825	864	23.5
final	825	800	20.1
Power and IR drop assume default switching activity.
