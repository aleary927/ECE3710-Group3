$ cat /design/flow/design.v
module IO_mapping(
  input clk, 
  input reset_n,
  input [15:0] mem_addr, 
  input wr_en,
  output [15:0] rd_data, 
  input [15:0] wr_data,
  input [3:0] KEY,
  input [9:0] SW, 
  output [9:0] LEDR, 
  output [6:0] HEX0, HEX1, HEX2, HEX3, HEX4, HEX5, 
  input [3:0] drumpads,
  input [9:0] VGA_hCount, VGA_vCount, 
  input song_done,
  output [2:0] music_ctrl      
);
  localparam  SW_ADDR           = 16'hFFFF,
              KEY_ADDR          = 16'hFFFE,
              LEDR_ADDR         = 16'hFFFD,
              HEX_H_ADDR        = 16'hFFFC,
              HEX_L_ADDR        = 16'hFFFB,
              VGA_HCOUNT_ADDR   = 16'hFFFA,
              VGA_VCOUNT_ADDR   = 16'hFFF9,
              MUSIC_CTRL_ADDR   = 16'hFFF8,
              DRUMPAD_ADDR      = 16'hFFF7,
              SONG_STATE_ADDR   = 16'hFFF6;
  reg [3:0] hex0_reg, hex1_reg, hex2_reg, hex3_reg, hex4_reg, hex5_reg, hex6_reg;
  reg [9:0] ledr_reg;
  reg [2:0] music_ctrl_reg;
  reg [15:0] rd_data_reg;
  always @(posedge clk) begin 
    if (!reset_n) begin 
      hex0_reg <= 4'b0; 
      hex1_reg <= 4'b0;
      hex2_reg <= 4'b0; 
      hex3_reg <= 4'b0;
    end
    else if (mem_addr == HEX_L_ADDR && wr_en) begin 
      {hex3_reg, hex2_reg, hex1_reg, hex0_reg} <= wr_data;
    end
  end
  always @(posedge clk) begin 
    if (!reset_n) begin 
      hex4_reg <= 4'b0; 
      hex5_reg <= 4'b0;
    end
    else if (mem_addr == HEX_H_ADDR && wr_en) begin 
      {hex5_reg, hex4_reg} <= wr_data[7:0];
    end
  end
  always @(posedge clk) begin 
    if (!reset_n) 
      ledr_reg <= 'b0;
    else if (mem_addr == LEDR_ADDR && wr_en) 
      ledr_reg <= wr_data[9:0];
  end
  always @(posedge clk) begin 
    if (!reset_n) 
      music_ctrl_reg <= 'b0;
    else if (mem_addr == MUSIC_CTRL_ADDR && wr_en) 
      music_ctrl_reg <= wr_data[2:0];
  end
  always @(*) begin 
    case(mem_addr) 
      HEX_L_ADDR: rd_data_reg = {hex3_reg, hex2_reg, hex1_reg, hex0_reg};
      HEX_H_ADDR: rd_data_reg = {8'b0, hex5_reg, hex4_reg};
      LEDR_ADDR: rd_data_reg = {6'b0, ledr_reg};
      SW_ADDR: rd_data_reg = {6'b0, SW};
      KEY_ADDR: rd_data_reg = {12'b0, KEY};
      DRUMPAD_ADDR: rd_data_reg = {12'b0, drumpads};
      VGA_HCOUNT_ADDR: rd_data_reg = {6'b0, VGA_hCount};
      VGA_VCOUNT_ADDR: rd_data_reg = {6'b0, VGA_vCount};
      MUSIC_CTRL_ADDR: rd_data_reg = {13'b0, music_ctrl_reg};
      SONG_STATE_ADDR: rd_data_reg = {15'h0, song_done};
      default: rd_data_reg = 16'b0;
    endcase
  end
  assign LEDR = ledr_reg; 
  assign music_ctrl = music_ctrl_reg;
  assign rd_data = rd_data_reg;
  hexTo7Seg ht7_0 (
    .SW(hex0_reg), 
    .Hex(HEX0)
  );
  hexTo7Seg ht7_1 (
    .SW(hex1_reg), 
    .Hex(HEX1)
  );
  hexTo7Seg ht7_2 (
    .SW(hex2_reg), 
    .Hex(HEX2)
  );
  hexTo7Seg ht7_3 (
    .SW(hex3_reg), 
    .Hex(HEX3)
  );
  hexTo7Seg ht7_4 (
    .SW(hex4_reg), 
    .Hex(HEX4)
  );
  hexTo7Seg ht7_5 (
    .SW(hex5_reg), 
    .Hex(HEX5)
  );
endmodule
module hexTo7Seg(
    input [3:0] SW,         
		output reg [6:0]Hex );  
  always @*
    case(SW)
      4'b0000 : Hex = ~7'b0111111;  
      4'b0001 : Hex = ~7'b0000110;  
      4'b0010 : Hex = ~7'b1011011;  
      4'b0011 : Hex = ~7'b1001111;  
      4'b0100 : Hex = ~7'b1100110;  
      4'b0101 : Hex = ~7'b1101101;  
      4'b0110 : Hex = ~7'b1111101;  
      4'b0111 : Hex = ~7'b0000111;  
      4'b1000 : Hex = ~7'b1111111;  
      4'b1001 : Hex = ~7'b1100111;  
      4'b1010 : Hex = ~7'b1110111;  
      4'b1011 : Hex = ~7'b1111100;  
      4'b1100 : Hex = ~7'b1011000;  
      4'b1101 : Hex = ~7'b1011110;  
      4'b1110 : Hex = ~7'b1111001;  
      4'b1111 : Hex = ~7'b1110001;  
      default : Hex = ~7'b0000000;  
    endcase  
endmodule  
$ cat /design/flow/run.sh
#!/bin/bash
# OpenROAD 26Q1-2900-gdf79404cd8, Yosys 0.63+post, stock flow scripts
make -C /OpenROAD-flow-scripts/flow DESIGN_CONFIG=/design/flow/config.mk WORK_HOME=/design/flow/orfs finish
$ cat /design/flow/config.mk
export PLATFORM = sky130hd
export DESIGN_NAME = IO_mapping
export DESIGN_NICKNAME = IO_mapping
export VERILOG_FILES = /design/flow/design.v
export SDC_FILE = /design/flow/constraint.sdc
export NUM_CORES = 4
export LEC_CHECK = 1
export CORE_UTILIZATION = 50
$ cat /design/flow/constraint.sdc
current_design IO_mapping

set clk_period 5.2
set clk_io_pct 0.2

create_clock -name clk0 -period $clk_period [get_ports {clk}]

set non_clock_inputs [all_inputs -no_clocks]
set_input_delay [expr $clk_period * $clk_io_pct] -clock clk0 $non_clock_inputs
set_output_delay [expr $clk_period * $clk_io_pct] -clock clk0 [all_outputs]
==> out/qor.yml <==
flop_cell: "dfxtp_1"
grt_start_max_net_pins: 31
syn_inst: 475
path_class: "in -> out"
chip_area_mm2: 0.009374
setup_violations: 0
postCtsSetupBuffers: 0
routed_wl_um: 11380
ys_chip_area_mm2: 0.004496
synth-edff-count: 0
worst_pin_slew_ns: 0.7331
timing.fmax_mhz: 215.9
grt_pass1_vias: 3791
postCtsResizedCells: 0
drv_slew: 0
fill_cells: 620
avgViaCountPerCell: 5.490
critPathMaxStageDelay_ns: 0.67
cts_tree: "yes"
vdd_drop_max_mv: 0.1327
antenna_found_initial: 0
synth.avg_cell_area_um2: 9.464
ys_cells: 475
final_area_mm2: 0.006195
fp_util_pct: 51.55
drc: 0
syn_to_final_growth_pct: 37.80
io-pin-count: 145
slew_headroom_pct: 50.86
hold_path_class: "reg -> reg"
cp-startpoint: "mem_addr[12]"
rows: 34
cp-endpoint: "rd_data[5]"
die_w_um: 96.82
overflow: 0
grtUsageTotal_pct: 24.83
seqCellArea_mm2: 0.001582
warning_count: 51
p_leak_nw: 2.593
post_drt_wl_per_cell_um: 15.65
dp_hpwl_um: 8660
holdWs_ns: 0.4933
dp_slack_ns: 0.6073
r2r_cells: 6
clkSlewWorstSetupHoldPaths_ns: 0.08
cp_max_fo: 9
place_congestion: 0.9009
antennaDiodeCount: 0
worstPathCellList: "clkdlybuf4s50_1 > nand4_1 > or2_1 > nor3_2 > a22oi_1 > o21ai_0 > a221o_1 > clkdlybuf4s50_1"
end_kind: "output port"
worst_slack_ns: 0.5672
cts_inserted_buffers: 9
drtAntennaViolNets: 0
clock-root-buffer: "clkbuf_8"
setup.worst_path.start_class: "primary input"
outcome: "finished, final reports clean"
setup_tns_ns: 0
power_density_mw_per_mm2: 191.8
ctsHtreeMaxLevel: 3
cts_buffer_depth: 2
yosysWarningCount: 2
holdBufCountCts: 0
port_buffers: 144
ys.flops: 79
core_mm2: 0.008721
regToRegEndpoint: "HEX3[3]"
hold_viol: 0
fin_crit_ns: 4.633
maxCapViolCount: 0
critPathSlowestCell: "nor3_2"
vias: 3991
placed_area_mm2: 0.005986
r2r-start: "hex3_reg[0]"
largest_reg_flops: 10
synthesis.area_mm2: 0.004496
clock_skew_ns: 0.01028
drtIter0Drc: 152
grt_setup_unrepaired: "no"
grt_pass1_wl_um: 18620
cts_sinks: 79
fin_crit_sh_pct: 89.09
drive_gt1_share_pct: 10.34
required_ns: 4.16
async_flop_share_pct: 0
dr.pass1.iters: 4
postSynthSeqShare_pct: 35.18
die_y_um: 96.82
power_mw: 1.188
clk-insertion-delay-late_ns: 0.35
rrSetupSlack_ns: 3.28
multiInputGateArea_mm2: 0.002666
cp_common_cell: "clkdlybuf4s50_1"
ys_types: 59
arrival_ns: 3.59
[report_power, final]
group          switching, mW  internal, mW  leakage, nW
logic                 0.0324        0.0571         1.85
clock network          0.225         0.269        0.103
registers         0.00000282         0.604        0.636
total                  0.258         0.930         2.59
[placed cells by master, fill, tap and decap left out, types with 3 or more instances in the layout]
cell	count
nor2_1	19
dfxtp_1	79
clkdlybuf4s50_1	143
mux2_4	9
nand4_1	4
buf_4	4
mux2_2	10
inv_1	27
o32ai_1	7
a22oi_1	16
or3_1	5
and2_1	7
a211o_1	5
a221o_1	4
mux2i_1	53
ha_1	31
nand2_1	57
nor2b_1	13
o21ai_2	3
inv_2	5
a221oi_1	3
a211oi_1	8
o21ai_0	16
a21oi_1	8
nand3_1	13
o31ai_1	6
clkbuf_8	9
o211a_1	5
o211ai_1	5
[synth_stat cells (5+ instances only)]
master | instances | share of area, %
dfxtp_1 | 79 | 35
nand2_1 | 57 | 4.8
mux2i_1 | 53 | 12
ha_1 | 31 | 8.6
inv_1 | 27 | 2.3
nor2_1 | 19 | 1.6
a22oi_1 | 16 | 2.7
o21ai_0 | 16 | 1.8
nand3_1 | 13 | 1.4
nor2b_1 | 13 | 1.8
buf_2 | 10 | 1.1
mux2_2 | 10 | 2.5
mux2_4 | 9 | 3.0
a211oi_1 | 8 | 1.3
a21oi_1 | 8 | 0.89
and2_1 | 7 | 0.97
o32ai_1 | 7 | 1.4
o31ai_1 | 6 | 1.0
a211o_1 | 5 | 0.97
inv_2 | 5 | 0.42
o211a_1 | 5 | 1.1
o211ai_1 | 5 | 0.84
or3_1 | 5 | 0.70
[layout make-up]
class | instances | area share [%]
clock buffers | 10 | 2.060
clock inverters | 5 | 1.313
inverters | 35 | 2.202
multi-input cells | 342 | 43.04
flip-flops and latches | 79 | 25.53
well taps | 108 | 2.181
repair buffers | 148 | 23.67
[worst min-delay path by stage]
stage	to	startpoint	slack (ns)	cells after the start
CTS	hex3_reg[0]	hex3_reg[0]	0.49	2
global route	hex3_reg[0]	hex3_reg[0]	0.52	2
finish	hex3_reg[0]	hex3_reg[0]	0.49	2
[logic make-up after synthesis]
family | share of synthesized area, %
and+or+nand+nor | 15.34
AOI/OAI and AO/OA | 16.17
DFF | 35.18
muxes | 18.93
buffers and inverters | 5.761
adders and majority gates | 8.628
[stage by stage]
| stage | utilization (%) | instances |
|---|---|---|
| final | 71.03 | 727 |
| after global routing | 71.03 | 727 |
| after CTS | 71.03 | 727 |
| after detailed placement | 68.64 | 712 |
| after global placement | 68.64 | 712 |
| after floorplan | - | 475 |
[worst max-delay path, delay by kind of cell]
family,cells,cell delay (ns)
AND/OR/NAND/NOR,3,1.16
buffers and inverters,2,0.94
AND-OR/OR-AND,3,0.45
[layer usage]
metal  wire (um)  global-route usage (%)  vias up
met1        5160                   35.42     1851
met3         690                   4.706       12
li1            -                       -     1997
met4         140                   2.985        0
met5           0                       0        -
met2        5388                   41.39      131
Power figures rest on the tool's default switching activity, not on a simulated workload.
