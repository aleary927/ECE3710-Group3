==> ./design.v <==
module DrumPad_input_processor #(parameter NUM_PADS = 4, MS = 15)
(
  input clk,
  input reset_n,
  input [NUM_PADS - 1:0] drumpads_raw,
  output [NUM_PADS - 1:0] drumpads_en,
  output [NUM_PADS - 1:0] drumpads_debounced
);
  genvar j;
  reg [NUM_PADS - 1:0] l_debounced, p_debounced;
  always @(posedge clk) begin
    if (!reset_n) begin
      l_debounced <= 0;
      p_debounced <= 0;
    end
    else begin
      p_debounced <= drumpads_debounced;
      l_debounced <= p_debounced;
    end
  end
  assign drumpads_en = ((~l_debounced) & p_debounced);
  generate
    for (j = 0; j < NUM_PADS; j = j + 1) begin : gen_debouncers
    SimpleDebounce_ms #(MS) debounce_pad (
      .clk(clk),
      .reset_n(reset_n),
      .raw(drumpads_raw[j]),
      .debounced(drumpads_debounced[j])
    );
    end
  endgenerate
endmodule
module SimpleDebounce_ms #(parameter MS = 50)
(
  input clk, 
  input reset_n, 
  input raw, 
  output debounced
);
  localparam MAX_COUNT = MS * 50000 - 1;
  reg [$clog2(MAX_COUNT) - 1:0] count;
  reg raw_stable;
  reg state, n_state;
  localparam  LOW         = 1'h0; 
  localparam  HIGH        = 1'h1;
  always @(posedge clk) begin 
    if (!reset_n) 
      state <= LOW;
    else 
      state <= n_state;
  end
  always @(*) begin 
    case (state) 
      LOW: begin 
        if (raw_stable) 
          n_state = HIGH;
        else 
          n_state = LOW;
      end
      HIGH: begin 
        if (count == MAX_COUNT) 
          n_state = LOW; 
        else 
          n_state = HIGH;
      end
      default: n_state = LOW;
    endcase
  end
  always @(posedge clk) begin 
    if (!reset_n) 
      count <= 0;
    else if (state == HIGH) 
      count <= count + 1'b1;
    else 
      count <= 0;
  end
  always @(posedge clk) begin 
    raw_stable <= raw;
  end
  assign debounced = (state == HIGH);
endmodule
==> ./run.sh <==
#!/bin/bash
# OpenROAD 26Q1-2900-gdf79404cd8, Yosys 0.63+post, stock flow scripts
make -C /OpenROAD-flow-scripts/flow DESIGN_CONFIG=/design/flow/config.mk WORK_HOME=/design/flow/orfs finish
==> ./config.mk <==
export PLATFORM = sky130hd
export DESIGN_NAME = DrumPad_input_processor
export DESIGN_NICKNAME = DrumPad_input_processor
export VERILOG_FILES = /design/flow/design.v
export SDC_FILE = /design/flow/constraint.sdc
export NUM_CORES = 4
export LEC_CHECK = 1
export CORE_UTILIZATION = 30
==> ./constraint.sdc <==
current_design DrumPad_input_processor

set clk_period 2.6
set clk_io_pct 0.2

create_clock -name clk0 -period $clk_period [get_ports {clk}]

set non_clock_inputs [all_inputs -no_clocks]
set_input_delay [expr $clk_period * $clk_io_pct] -clock clk0 $non_clock_inputs
set_output_delay [expr $clk_period * $clk_io_pct] -clock clk0 [all_outputs]
==> reports/metrics.json <==
{
  "outcome": {"value": "complete, no violations"},
  "number_of_flops_mapped_to_enable_cells_by_yosys": {"value": 0},
  "crit_chain": {"value": "ha_1 > nand3_1 > nor4_1 > a31oi_1 > a41o_1"},
  "place_worst_setup_slack": {"value": 0.508, "unit": "ns"},
  "avgSynthCellArea": {"value": 8.77, "unit": "µm²"},
  "die_h": {"value": 118, "unit": "µm"},
  "worst_r2r_path_depth": {"value": 5},
  "clock-root-buffer": {"value": "sky130_fd_sc_hd__clkbuf_16"},
  "syn-instance-count": {"value": 463},
  "numClockSinks": {"value": 96},
  "ys_seq_share": {"value": 47.3, "unit": "%"},
  "grt_pass1_vias": {"value": 2850},
  "detail_route.antenna_diodes": {"value": 0},
  "grt.overflow.total": {"value": 0},
  "initial_utilization": {"value": 30.7, "unit": "%"},
  "die_area": {"value": 14000, "unit": "µm²"},
  "warning_count": {"value": 25},
  "tightestPinTransition": {"value": 0.601, "unit": "ns"},
  "required": {"value": 2.83, "unit": "ns"},
  "worstReg2RegEnd": {"value": "gen_debouncers[2].debounce_pad.count[18]$_SDFF_PN0_"},
  "finalCoreUtilization": {"value": 35.3, "unit": "%"},
  "drcViolationCount": {"value": 0},
  "synthDominantCellAreaShare": {"value": 47.3, "unit": "%"},
  "dp_cell_count": {"value": 640},
  "io_buffers": {"value": 13},
  "postCtsSetupRepairBufs": {"value": 0},
  "yosys_synthesis_warning_count": {"value": 2},
  "cts-hold-fix-buffers": {"value": 0},
  "worst-r2r-setup-slack": {"value": 0.61, "unit": "ns"},
  "num_vias": {"value": 3131},
  "clock.latency.late_pin": {"value": 0.33, "unit": "ns"},
  "clock_power_share": {"value": 46.2, "unit": "%"},
  "cts_tree": {"value": "done"},
  "path_clk_slew": {"value": 0.07, "unit": "ns"},
  "layout-drive-gt1-share": {"value": 6.89, "unit": "%"},
  "vias_per_cell": {"value": 4.78},
  "common_cells": {"value": "sky130_fd_sc_hd__dfxtp_1 (96), sky130_fd_sc_hd__nor2_1 (70), sky130_fd_sc_hd__xnor2_1 (37)"},
  "power.static_leakage": {"value": 1.45, "unit": "nW"},
  "cts_buffers": {"value": 9},
  "holdCritPathClass": {"value": "reg -> reg"},
  "crit_path_end_kind": {"value": "register"},
  "top_cells_by_area": {"value": "sky130_fd_sc_hd__dfxtp_1 (47%), sky130_fd_sc_hd__xnor2_1 (8.0%), sky130_fd_sc_hd__nor2_1 (6.5%), sky130_fd_sc_hd__nor4_1 (3.4%), sky130_fd_sc_hd__nand4_1 (3.2%)"},
  "seq_power_share": {"value": 51.6, "unit": "%"},
  "synth_area_leader_cell": {"value": "sky130_fd_sc_hd__dfxtp_1"},
  "post-layout-total-power": {"value": 2.92, "unit": "mW"},
  "sw_frac_of_total": {"value": 20.5, "unit": "%"},
  "netSwitchingPower": {"value": 0.598, "unit": "mW"},
  "wl_per_cell": {"value": 11.8, "unit": "µm"},
  "chipWidth": {"value": 118, "unit": "µm"},
  "maxSlewHeadroom": {"value": 59.6, "unit": "%"},
  "timing.setup.critical_path_class": {"value": "reg -> reg"},
  "hpwl_after_detailed_placement": {"value": 5.25, "unit": "mm"},
  "grt_setup_unrepaired": {"value": "no"},
  "final_min_period_over_clock_period": {"value": 76.7, "unit": "%"},
  "filler_cell_count": {"value": 1359},
  "tns": {"value": 0, "unit": "ns"},
  "mappedNetlistArea": {"value": 4060, "unit": "µm²"},
  "firstDrtPassIters": {"value": 4},
  "worst_r2r_startpoint": {"value": "gen_debouncers[2].debounce_pad.count[0]$_SDFF_PN0_"},
  "worst_setup_path_startpoint": {"value": "gen_debouncers[2].debounce_pad.count[0]$_SDFF_PN0_"},
  "combPwrFrac": {"value": 2.3, "unit": "%"},
  "async_reset_ff_share": {"value": 0, "unit": "%"},
  "skew": {"value": 0.00564, "unit": "ns"},
  "worstPathMaxFanout": {"value": 8},
  "max_cap_viol_count": {"value": 0},
  "io-pin-count": {"value": 14},
  "worst_ep_arrival_time": {"value": 2.22, "unit": "ns"},
  "maximum_number_of_pins_on_one_net_before_global_route_repair": {"value": 20},
  "area_delta_synth_final": {"value": 15.1, "unit": "%"},
  "gr-usage-all-layers": {"value": 11.8, "unit": "%"},
  "crit_path_end": {"value": "gen_debouncers[2].debounce_pad.count[18]$_SDFF_PN0_"},
  "ys_seq_elements": {"value": 96},
  "antenna_found_initial": {"value": 0},
  "h-tree-depth": {"value": 3},
  "power.density_cell_area": {"value": 624, "unit": "nW/µm²"},
  "ctsResizeCount": {"value": 0},
  "synth.most_common_cell": {"value": "sky130_fd_sc_hd__dfxtp_1"},
  "drt_iter0_drc": {"value": 152},
  "drt_wl_total": {"value": 7.74, "unit": "mm"},
  "final_hold_viol_count": {"value": 0},
  "internal_power": {"value": 2.32, "unit": "mW"},
  "clock_path_buffers": {"value": 2},
  "ant_nets": {"value": 0},
  "maxSlewViolCount": {"value": 0},
  "fin_ws": {"value": 0.606, "unit": "ns"},
  "synthDistinctLibCells": {"value": 40},
  "cp_slowest_cell": {"value": "sky130_fd_sc_hd__nor4_1"},
  "synth-main-ff-cell": {"value": "sky130_fd_sc_hd__dfxtp_1"},
  "final-instance-count-excl-fill": {"value": 655},
  "worst_ir_drop_vdd": {"value": 379, "unit": "µV"},
  "finalSetupViolCount": {"value": 0},
  "grt_first_pass_wirelength": {"value": 13.4, "unit": "mm"},
  "row_count": {"value": 42},
  "max_freq": {"value": 501, "unit": "MHz"},
  "layout_min_cycle_time": {"value": 1.99, "unit": "ns"},
  "yosys_cells": {"value": 463},
  "final_replace_weighted_congestion": {"value": 0.841},
  "ys_chip_area": {"value": 4060, "unit": "µm²"},
  "critPathMaxStageDelay": {"value": 0.64, "unit": "ns"},
  "critical_path.startpoint_type": {"value": "register"},
  "core": {"value": 13200, "unit": "µm²"}
}
==> worst max-delay path: cells and delay by family (launching register included) <==
kind | cells | cell delay [ns]
AND-OR/OR-AND | 2 | 0.38
adder cells (fa/ha/maj) | 1 | 0.21
flip-flops | 1 | 0.39
AND/OR/NAND/NOR | 2 | 0.91
==> power groups by stage <==
stage | registers, mW | logic (mW) | clock network [mW]
CTS | 1.50 | 0.0673 | 1.39
global route | 1.51 | 0.0744 | 1.45
finish | 1.50 | 0.0658 | 1.35
==> routing by layer <==
layer	track usage, %	up-vias	share of wire (%)
met5	0	-	0
met4	1.44	0	1.0
met3	2.76	6	3.7
met2	17.8	39	42
met1	18.0	1439	53
li1	-	1647	-
==> per-stage QoR <==
| step | hold slack (ns) | cell area [µm²] |
|---|---|---|
| after floorplan | 0.421 | 4060 |
| after global placement | 0.437 | 4370 |
| after detailed placement | 0.442 | 4370 |
| after CTS | 0.458 | 4670 |
| after global routing | 0.493 | 4670 |
| final | 0.454 | 4670 |
==> layout by cell type (no fill, tap or decap), types with 5 or more instances in the layout <==
cell                              instances
sky130_fd_sc_hd__dfxtp_1                 96
sky130_fd_sc_hd__nor2_1                  70
sky130_fd_sc_hd__xnor2_1                 37
sky130_fd_sc_hd__nand2_1                 27
sky130_fd_sc_hd__nand3_1                 26
sky130_fd_sc_hd__nor4_1                  22
sky130_fd_sc_hd__nand4_1                 21
sky130_fd_sc_hd__a21oi_1                 19
sky130_fd_sc_hd__inv_1                   18
sky130_fd_sc_hd__o21ai_0                 14
sky130_fd_sc_hd__nor3_1                  14
sky130_fd_sc_hd__xor2_1                  14
sky130_fd_sc_hd__clkdlybuf4s50_1         13
sky130_fd_sc_hd__or3_1                   12
sky130_fd_sc_hd__clkbuf_16                9
sky130_fd_sc_hd__and3_1                   8
sky130_fd_sc_hd__or4_1                    7
sky130_fd_sc_hd__and2_1                   5
sky130_fd_sc_hd__buf_4                    5
==> state kept, by name, summed over array words and instances (netlist names) <==
signal	cells
p_debounced	4
gen_debouncers.debounce_pad.count	80
gen_debouncers.debounce_pad.state	4
gen_debouncers.debounce_pad.raw_stable	4
l_debounced	4
==> how the worst min path moves through the flow <==
stage	start	endpoint	cells after the start
4_1_cts	p_debounced[2]$_SDFF_PN0_	l_debounced[2]$_SDFF_PN0_	1
5_1_grt	p_debounced[3]$_SDFF_PN0_	l_debounced[3]$_SDFF_PN0_	1
6_report	p_debounced[0]$_SDFF_PN0_	l_debounced[0]$_SDFF_PN0_	1
==> cell families (layout without fill, tap and decap cells) <==
family                   count (synthesis)  count (layout)  synth area share [%]
AND-OR/OR-AND                           45              45                  6.38
AND/OR/NAND/NOR                        230             230                  29.9
multiplexers                             2               2                 0.493
XOR/XNOR                                51              51                  11.0
adder cells (fa/ha/maj)                  4               4                  1.23
flip-flops                              96              96                  47.3
buffers and inverters                   35              51                  3.67
==> final cells by class <==
type / count / area [µm²] / share of cell area [%]
sequential: 96 / 1920 / 41.1
tap: 176 / 220 / 4.71
timing repair buffer: 18 / 168 / 3.59
inverter: 18 / 67.6 / 1.45
clock inverter: 4 / 52.6 / 1.13
multi-input combinational: 332 / 1990 / 42.6
clock buffer: 11 / 253 / 5.41
Power is estimated from default activity; no workload was simulated.
