==> design.v <==
module vgaTiming(
  input clk50MHz, clr,
  output reg vgaClk,
  output reg hSync, vSync,
  output reg bright,
  output reg [9:0] hCount, vCount
  );
  parameter H_PIXELS = 640;
  parameter V_PIXELS = 480;
  parameter H_TS    = 800;
  parameter H_TDISP = 640;
  parameter H_TPW   = 96;
  parameter H_TFP   = 16;
  parameter H_TBP   = 48;
  parameter V_TS    = 521;
  parameter V_TDISP = 480;
  parameter V_TPW   = 2;
  parameter V_TFP   = 10;
  parameter V_TBP   = 29;
  reg [9:0] clk_count;     
  reg [9:0] vRetraceLine;  
  reg vRetrace;            
  initial begin 
    vgaClk = 0;
    clk_count = 0;
    hCount = 0;
    vCount = 0;
    bright = 0;
    hSync = 1;
    vSync = 1;
    vRetrace = 1;
    vRetraceLine = 0;
  end
  always @(posedge clk50MHz) begin
    vgaClk <= ~vgaClk;
  end
  always @(posedge clk50MHz) begin 
    if (!clr) begin
      clk_count <= 1'b0;
      hCount <= 1'b0;
      vCount <= 1'b0;
      bright <= 1'b0;
      hSync <= 1'b1;
      vSync <= 1'b1;
      vRetrace <= 1'b1;
      vRetraceLine <= 1'b0;
    end
    else if (vgaClk) begin
      clk_count <= clk_count + 1'b1;
      if (clk_count == H_TS - 1'b1) 
        clk_count <= 1'b0;
      else if (clk_count == H_TFP - 1'b1) begin 
        hSync <= 1'b0;
      end
      else if (clk_count == H_TFP + H_TPW - 1'b1) begin 
        hSync <= 1'b1;
      end
      if (!vRetrace) begin 
        if (clk_count == H_TS - 1'b1) begin
          bright <= 1'b0;
          vCount <= vCount + 1'b1;
          if (vCount == V_PIXELS - 1'b1) begin
            vCount <= 1'b0;
            vRetrace <= 1'b1;
          end
          else 
            vCount <= vCount + 1'b1;
        end
        else if (clk_count == H_TFP + H_TPW + H_TBP - 1'b1) 
          bright <= 1'b1;
        if (clk_count >= H_TFP + H_TPW + H_TBP && clk_count < H_TS - 1'b1)
          hCount <= hCount + 1'b1;
        else 
          hCount <= 0;
      end
      else begin 
        if (clk_count == H_TS - 1'b1) begin
          vRetraceLine <= vRetraceLine + 1'b1;
          if (vRetraceLine == V_TFP + V_TPW + V_TBP - 1'b1) begin 
            vRetraceLine <= 1'b0;
            vRetrace <= 1'b0;
          end
          else if (vRetraceLine == V_TFP - 1'b1)
            vSync <= 1'b0;
          else if (vRetraceLine == V_TFP + V_TPW - 1'b1) 
            vSync <= 1'b1;
        end
      end
    end
  end
endmodule
==> run.sh <==
#!/bin/bash
# OpenROAD 26Q1-2900-gdf79404cd8, Yosys 0.63+post, stock flow scripts
make -C /OpenROAD-flow-scripts/flow DESIGN_CONFIG=/design/flow/config.mk WORK_HOME=/design/flow/orfs finish
==> config.mk <==
export PLATFORM = sky130hd
export DESIGN_NAME = vgaTiming
export DESIGN_NICKNAME = vgaTiming
export VERILOG_FILES = /design/flow/design.v
export SDC_FILE = /design/flow/constraint.sdc
export NUM_CORES = 4
export LEC_CHECK = 1
export CORE_UTILIZATION = 40
==> constraint.sdc <==
current_design vgaTiming

set clk_period 4.5
set clk_io_pct 0.2

create_clock -name clk0 -period $clk_period [get_ports {clk50MHz}]

set non_clock_inputs [all_inputs -no_clocks]
set_input_delay [expr $clk_period * $clk_io_pct] -clock clk0 $non_clock_inputs
set_output_delay [expr $clk_period * $clk_io_pct] -clock clk0 [all_outputs]
==> impl_metrics.ini <==
; implementation run metrics
[outcome]
outcome = complete, no violations

[global_route]
grt_pass1_wl_um = 7950
grt_pass1_vias = 1699
groute.usage.overall = 0.165
grt_max_degree = 23
antenna_found_initial = 0
grt_overflow = 0

[final_timing]
setup_viol = 0
fmax_mhz = 409
maxSlewHeadroom = 0.514
slew_viol_final = 0
rsz0062_at_grt = no
tightest_slew_ps = 721
setup_slack_ps = 2050
finalCritPeriodShare = 0.544
timing.final.crit_period_ps = 2450
setup_tns_ps = 0
hold_viol = 0
skew_ps = 8.04

[clocking]
hold_buffers = 0
cts_buffers = 5
post_cts_buffers = 0
cts_buffer_depth = 2
cts.sink_count = 45
clk_pin_slew_ps = 80
post_cts_resized = 0
cts_root_buf = clkbuf_8
cts_tree = done
clock_latency_ps = 290
h-tree-depth = 2

[run]
drv_cap = 0
warning_count = 29

[setup_path]
cp_max_fo = 12
critical-path-slowest-cell = or4_1
worst-setup-path-type = flop to flop
crit_chain = nand2_1 > or4_1 > o41ai_4 > nor2_1
worst_setup_path_start_kind = flop
end_kind = flop
worstPathArrival_ps = 2610
max_stage_delay_ps = 730
cp_data_required_time_ps = 4660

[floorplan]
dieArea_mm2 = 0.00603
dieWidth_um = 77.7
rows = 27
ios = 26
die_height_um = 77.7
fp_util = 0.416
coreArea_mm2 = 0.00551

[route]
routed_wl_um = 4570
dr.pass1.iters = 4
avgRoutedWirePerCell_um = 12.7
route.detailed.drc = 0
n_antenna_cell = 0
postRouteAntennaNets = 0
drtIter0Drc = 78
vias = 1924
vias_per_cell = 5.36

[yosys]
synthCells = 264
top_cell = dfxtp_1
ys_cells = 264
yosysUniqueCellTypes = 45
topCellsByArea = dfxtp_1, nor2_1, a21oi_1
numSynthFlops = 45
top_cells_by_count = dfxtp_1, nor2_1, nand2_1
edf_count = 0
ys_seq_share = 0.393
synthFlopType = dfxtp_1
top_area_cell = dfxtp_1
syn_area_mm2 = 0.00229
ys_warn_count = 1
top_area_frac = 0.393
async_reset_ff_frac = 0
ys_chip_area_mm2 = 0.00229
avgSynthCellArea_um2 = 8.68

[placement]
dp_hpwl_um = 3210
port-buffer-count = 25
gp_congestion = 0.833
pre_cts_ws_ps = 1870

[power]
finalPower_uw = 765
p_per_area_mw_per_mm2 = 283
ir_drop_v = 0.000192
p_leak_uw = 0.000831

[worst_hold_path]
hold_path_class = flop to flop

[finish]
fill_cells = 527
drive_gt1_frac = 0.0732
area_growth_pct = 17.9
==> sequential cells by signal, indices dropped and copies added, names as in the netlist <==
| register | cells |
|---|---|
| vSync | 1 |
| clk_count | 10 |
| hCount | 10 |
| vRetraceLine | 10 |
| vCount | 10 |
| vgaClk | 1 |
| bright | 1 |
| vRetrace | 1 |
| hSync | 1 |
==> through the flow <==
step	instances	instance area [um^2]	util	hold slack, ps
final	359	2700	0.491	486
after floorplan	264	2290	-	418
after detailed placement	351	2570	0.466	473
after global placement	351	2570	0.466	465
after global routing	359	2700	0.491	519
after CTS	359	2700	0.491	488
==> report_power, final <==
part	internal, uW	switching [uW]	total, uW
Clock	221	136	357
Sequential	398	0.000000000000977	398
Combinational	2.44	7.80	10.2
Total	621	144	765
==> per-layer routing <==
metal | up-vias | global-route usage | routed length [um]
met2 | 33 | 0.239 | 1950
li1 | 1005 | - | -
met3 | 2 | 0.0275 | 176
met4 | 0 | 0.0245 | 31
met5 | - | 0 | 0
met1 | 884 | 0.269 | 2420
==> logic make-up after synthesis <==
| family | share of synthesized area |
|---|---|
| and+or+nand+nor | 0.297 |
| AOI/OAI and AO/OA | 0.134 |
| DFF | 0.393 |
| buffers and inverters | 0.0475 |
| xor gates and xnor gates | 0.0726 |
| adders and majority gates | 0.0382 |
| muxes | 0.0175 |
==> cell type report <==
cell class / instances / area [um^2] / area share
timing repair buffer: 25 / 250 / 0.0926
clock buffer: 5 / 68.8 / 0.0255
sequential: 45 / 901 / 0.333
inverter: 12 / 45.0 / 0.0167
multi-input combinational: 197 / 1280 / 0.474
clock inverter: 3 / 65.1 / 0.0241
tap: 72 / 90.1 / 0.0333
==> worst max-delay path, delay by kind of cell (launching register included) <==
family / cells / cell delay [ps]
and+or+nand+nor: 3 / 1040
AOI/OAI and AO/OA: 1 / 720
DFF: 1 / 570
==> final timing paths <==
| check | slack [ps] | endpoint | cells after the start | startpoint |
|---|---|---|---|---|
| worst min register to register | 490 | hCount[9]$_SDFFE_PN0P_ | 2 | hCount[9]$_SDFFE_PN0P_ |
| worst min-delay path | 490 | hCount[9]$_SDFFE_PN0P_ | 2 | hCount[9]$_SDFFE_PN0P_ |
| worst max-delay path | 2050 | vRetraceLine[0]$_SDFFE_PN0P_ | 4 | vgaClk$_DFF_P_ |
| worst max register to register | 2050 | vRetraceLine[0]$_SDFFE_PN0P_ | 4 | vgaClk$_DFF_P_ |
==> placed cells by master (no fill, tap or decap), types with 9 or more instances in the layout <==
cell type	synthesis	layout
dfxtp_1	45	45
nor2_1	25	25
clkdlybuf4s50_1	0	25
nand2_1	24	24
a21oi_1	18	18
inv_1	11	11
o21ai_0	11	11
nand3_1	10	10
or3_1	10	10
or4_1	10	10
xnor2_1	10	10
nand4_1	9	9
xor2_1	9	9
