`design/flow/config.mk`:
```
export PLATFORM = sky130hd
export DESIGN_NAME = AudioCodec_serializer
export DESIGN_NICKNAME = AudioCodec_serializer
export VERILOG_FILES = /design/flow/design.v
export SDC_FILE = /design/flow/constraint.sdc
export NUM_CORES = 4
export LEC_CHECK = 1
export CORE_UTILIZATION = 40
```
`design/flow/run.sh`:
```
#!/bin/bash
# OpenROAD 26Q1-2900-gdf79404cd8, Yosys 0.63+post, stock flow scripts
make -C /OpenROAD-flow-scripts/flow DESIGN_CONFIG=/design/flow/config.mk WORK_HOME=/design/flow/orfs finish
```
`design/flow/constraint.sdc`:
```
current_design AudioCodec_serializer

set clk_period 57.6
set clk_io_pct 0.2

create_clock -name clk0 -period $clk_period [get_ports {clk}]

set non_clock_inputs [all_inputs -no_clocks]
set_input_delay [expr $clk_period * $clk_io_pct] -clock clk0 $non_clock_inputs
set_output_delay [expr $clk_period * $clk_io_pct] -clock clk0 [all_outputs]
```
`design/flow/design.v`:
```
module AudioCodec_serializer #(parameter DATA_WIDTH = 16)
(
  input clk, 
  input reset_n, 
  input fifo_clr,
  input en,
  input lrclk,
  input bclk_rising_edge, 
  input bclk_falling_edge, 
  input lrclk_rising_edge, 
  input lrclk_falling_edge,
  input fifo_wr_en,
  input [DATA_WIDTH - 1:0] audio_data,
  output fifo_full, 
  output fifo_empty,
  output reg i2s_data
);
  localparam NULL_STATE       = 3'h0; 
  localparam START_SAMPLE     = 3'h1;
  localparam START_LEFT       = 3'h2;
  localparam TRANSFER_LEFT    = 3'h3; 
  localparam START_RIGHT      = 3'h4;
  localparam TRANSFER_RIGHT   = 3'h5;
  reg [DATA_WIDTH - 1:0] shiftreg;
  reg [DATA_WIDTH - 1:0] sample_data; 
  wire [DATA_WIDTH - 1:0] fifo_data;
  reg fifo_rd_en;
  reg fifo_rd_valid;
  reg [2:0] state; 
  reg [2:0] n_state;
  always @(posedge clk) begin 
    if (!reset_n) 
      state <= NULL_STATE;
    else 
      state <= n_state;
  end
  always @(*) begin 
    case (state) 
      NULL_STATE: begin 
        if (lrclk_rising_edge && bclk_falling_edge) 
          n_state = START_SAMPLE; 
        else 
          n_state = NULL_STATE;
      end 
      START_SAMPLE: n_state = START_LEFT;
      START_LEFT: n_state = TRANSFER_LEFT;
      TRANSFER_LEFT: begin 
        if (lrclk_falling_edge && bclk_falling_edge) 
          n_state = START_RIGHT; 
        else 
          n_state = TRANSFER_LEFT;
      end
      START_RIGHT: n_state = TRANSFER_RIGHT; 
      TRANSFER_RIGHT: begin 
        if (lrclk_rising_edge && bclk_falling_edge)
          n_state = START_SAMPLE;
        else 
          n_state = TRANSFER_RIGHT;
      end
      default: n_state = NULL_STATE;
    endcase
  end
  always @(posedge clk) begin 
    if (!reset_n) begin
      shiftreg <= 0;
      sample_data <= 0;
    end
    else if (state == START_LEFT) begin 
      if (fifo_rd_valid) begin
        shiftreg <= fifo_data; 
        sample_data <= fifo_data;
      end
      else begin 
        shiftreg <= 0; 
        sample_data <= 0;
      end
    end
    else if (state == START_RIGHT) begin 
      shiftreg <= sample_data;
    end
    else if ((state == TRANSFER_LEFT) || (state == TRANSFER_RIGHT)) begin 
      if (bclk_falling_edge)
        shiftreg <= {shiftreg[DATA_WIDTH - 2:0], 1'b0};
    end
    else begin 
      shiftreg <= 0; 
      sample_data <= 0;
    end
  end
  always @(posedge clk) begin 
    if (!reset_n)
      i2s_data <= 0; 
    else 
      i2s_data <= shiftreg[DATA_WIDTH - 1];
  end
  always @(posedge clk) begin 
    if (!reset_n) 
      fifo_rd_valid <= 0; 
    else if (fifo_rd_en && !fifo_empty && en) 
      fifo_rd_valid <= 1;
    else 
      fifo_rd_valid <= 0;
  end
  always @(*) begin 
    if (!reset_n) 
      fifo_rd_en <= 0;
    else if (state == START_SAMPLE) 
      fifo_rd_en <= 1;
    else 
      fifo_rd_en <= 0;
  end
  FIFO #(DATA_WIDTH, 6) fifo ( 
    .clk(clk), 
    .reset_n(reset_n & ~fifo_clr), 
    .wr_en(fifo_wr_en), 
    .rd_en(fifo_rd_en && en), 
    .data_in(audio_data), 
    .data_out(fifo_data), 
    .full(fifo_full), 
    .empty(fifo_empty)
  );
endmodule
module FIFO #(parameter DATA_WIDTH = 16, SIZE_BITS = 4)
(
  input clk,
  input reset_n,
  input wr_en, 
  input rd_en, 
  input [DATA_WIDTH - 1:0] data_in, 
  output [DATA_WIDTH - 1:0] data_out, 
  output full, 
  output empty
);
  reg [SIZE_BITS - 1:0] wr_ptr; 
  reg [SIZE_BITS - 1:0] rd_ptr;
  wire do_rd; 
  wire do_wr;
  always @(posedge clk) begin 
    if (!reset_n)
      rd_ptr <= 0;
    else if (do_rd)
      rd_ptr <= rd_ptr + 1'b1;    
    else 
      rd_ptr <= rd_ptr;
  end
  always @(posedge clk) begin 
    if (!reset_n) 
      wr_ptr <= 0;
    else if (do_wr)
      wr_ptr <= wr_ptr + 1'b1;
    else 
      wr_ptr <= wr_ptr;
  end
  assign empty = (wr_ptr == rd_ptr); 
  assign full = ((wr_ptr + 1'b1) == rd_ptr);
  assign do_rd = rd_en & !empty;
  assign do_wr = wr_en & !full;
  FIFO_ram #(DATA_WIDTH, SIZE_BITS) ram
  (
    .clk(clk), 
    .wr_en(do_wr), 
    .wr_addr(wr_ptr), 
    .rd_addr(rd_ptr), 
    .wr_data(data_in), 
    .rd_data(data_out)
  );
endmodule
module FIFO_ram #(parameter DATA_WIDTH = 16, ADDR_BITS = 5)
(
  input clk, 
  input wr_en, 
  input [ADDR_BITS - 1:0] wr_addr, 
  input [DATA_WIDTH - 1:0] wr_data,
  input [ADDR_BITS - 1:0] rd_addr, 
  output reg [DATA_WIDTH - 1:0] rd_data
);
  reg [DATA_WIDTH - 1:0] ram [2**ADDR_BITS - 1:0];
  integer i; 
  initial begin 
    for (i = 0; i < 2**ADDR_BITS; i = i + 1) begin 
      ram[i] = 0;
    end
  end
  always @(posedge clk) begin 
    if (wr_en) 
      ram[wr_addr] <= wr_data;
  end
  always @(posedge clk) begin 
    rd_data <= ram[rd_addr];
  end
endmodule
```
==> flow_summary.json <==
{
  "status": "finished, final reports clean",
  "p_leak_nw": 14.6,
  "internal-power_w": 0.00127,
  "relSlewSlack": 0.275,
  "worst-path-max-fanout": 32,
  "cts_tree": "built",
  "cts_buffer_depth": 3,
  "synthTopCellsByArea": "edfxtp_1, mux4_2, dfxtp_1, mux2i_1, nor2_1",
  "regArea_mm2": 0.0321,
  "end_kind": "primary output",
  "finalMaxSlewViolations": 0,
  "cts_setup_buffers": 0,
  "hold_path_class": "reg -> reg",
  "routed_wl_mm": 103,
  "p_sw_frac": 0.197,
  "finalHoldViolations": 0,
  "track_usage": 0.216,
  "synthArstFlopShare": 0,
  "flop_cell": "edfxtp_1",
  "netlist.area_leader.share": 0.729,
  "cts-resized-gates": 0,
  "setup_violations": 0,
  "dpl.hpwl_mm": 59.1,
  "area_growth_pct": 13.5,
  "grt_max_degree": 85,
  "htreeDepth": 3,
  "grt_pass1_vias": 22908,
  "floorplan.core_util": 0.405,
  "fmax_mhz": 62.9,
  "drtIter0Drc": 1434,
  "ys_area_mm2": 0.0422,
  "rsz0062_at_grt": "no",
  "yosys_warnings": 3,
  "worstPathArrival_ns": 4.37,
  "drive_gt1_frac": 0.225,
  "critical_path_class": "reg -> out",
  "avgSynthCellArea_um2": 19.8,
  "clkSinkCount": 1092,
  "cap_violations": 0,
  "fill_cells": 8452,
  "seq_power_share": 0.552,
  "vias": 21259,
  "p_comb_frac": 0.016,
  "peakVddDrop_v": 0.0000246,
  "top_cells_by_count": "edfxtp_1, mux4_2, nor2_1",
  "synth_seq_share": 0.761,
  "tightest_slew_ns": 1.08,
  "min_period_ns": 15.89,
  "clkSlewWorstSetupHoldPaths_ns": 0.06,
  "grt_pass1_wl_mm": 152,
  "globalplace.congestion": 0.885,
  "clock_latency_ns": 0.69,
  "power.switching_w": 0.000311,
  "vias_per_cell": 5.68,
  "synth_area_mm2": 0.0422,
  "cp-start-kind": "register",
  "io_pins": 29,
  "dieWidth_um": 327,
  "core_mm2": 0.104,
  "required_ns": 46.08,
  "layout_worst_path_cycle_share": 0.276,
  "pwr-share-clk": 0.431,
  "fin_skew_ns": 0.0469,
  "port_buffers": 26,
  "root_buffer": "clkbuf_16",
  "ant_nets": 0,
  "comb_area_mm2": 0.00938,
  "first_pass_iters": 5,
  "synthDistinctLibCells": 66,
  "numSynthFlops": 1092,
  "grt_overflow_total": 0,
  "synthCells": 2130,
  "antenna_found_initial": 2,
  "final.setup.tns_ns": 0,
  "cts_buffers": 107,
  "top_cell": "edfxtp_1",
  "ctsHoldBuffers": 0,
  "num_rows": 118,
  "log.warning_count": 28,
  "yosysCellCount": 2130,
  "largest_area_cell": "edfxtp_1",
  "power_w": 0.00158,
  "drc_errors": 0,
  "fp.dieArea_mm2": 0.107,
  "power.density_mw_per_mm2": 32.9,
  "edf_count": 1024,
  "die_h_um": 327,
  "wire_per_inst_um": 27.6
}
[registers in the layout, indices dropped and copies added (netlist names)]
register,cells
fifo.ram.ram,1024
fifo.ram.rd_data,16
fifo.rd_ptr,6
fifo.wr_ptr,6
fifo_rd_valid,1
i2s_data,1
sample_data,16
shiftreg,16
state,6
[placed cells by master, fill, tap and decap left out, types with 7 or more instances in the layout]
cell,instances
a21oi_1,18
mux4_2,201
edfxtp_1,1024
nor2b_1,29
o21ai_0,21
o22ai_1,44
a22o_1,11
a211o_1,14
a222oi_1,15
dfxtp_1,64
a22oi_1,41
inv_1,7
mux2_2,13
mux2i_1,125
buf_2,16
o221ai_1,15
clkbuf_1,18
clkbuf_16,108
a31oi_1,10
nand3_1,10
buf_4,130
clkdlybuf4s50_1,10
xnor2_1,7
nand2_1,45
or3_1,7
and2_1,10
nand2b_1,22
nor3_1,15
bufinv_16,9
nor2_1,136
clkinv_1,29
a211oi_1,20
clkinv_2,21
[worst paths after layout]
path                   from             endpoint  slack, ns  depth (start not counted)
min reg2reg        state[0]             state[0]       0.47                          2
max          fifo.rd_ptr[2]            fifo_full      41.71                          7
min                state[0]             state[0]       0.47                          2
max reg2reg  fifo.rd_ptr[0]  fifo.ram.rd_data[7]      52.92                          8
[metal layers]
metal	share of wire	track usage	routed length [µm]	up-vias
met1	0.33	0.267	34400	10650
met4	0.030	0.0514	3080	4
met2	0.46	0.312	47900	1341
li1	-	-	-	9087
met5	0.00024	0.00222	25	-
met3	0.17	0.165	17900	177
[power groups by stage]
| stage | Combinational, W | Sequential (W) | Clock [W] |
|---|---|---|---|
| after CTS | 0.0000261 | 0.000870 | 0.000692 |
| final | 0.0000260 | 0.000870 | 0.000680 |
| after global routing | 0.0000283 | 0.000870 | 0.000723 |
[critical path, cell delays in order (launching register included)]
cell and delay (ns):
dfxtp_4 0.59, buf_4 0.52, buf_4 0.54, nor2b_1 0.12, or3_1 0.38, a221o_1 0.52
nor2_1 0.45, clkdlybuf4s50_1 0.54
[cells by family after synthesis]
kind of cell | synth area share
AND-OR/OR-AND | 0.0460
XOR/XNOR | 0.00270
adder cells (fa/ha/maj) | 0.000593
buffers and inverters | 0.0165
flip-flops | 0.761
multiplexers | 0.140
AND/OR/NAND/NOR | 0.0325
[layout make-up]
cell class	instances	area share
inverter	8	0.000627
multi-input combinational	904	0.196
timing repair buffer	157	0.0246
sequential	1092	0.671
tap	1380	0.0361
antenna	1	0.0000523
clock buffer	132	0.0594
clock inverter	67	0.0127
[through the flow]
step | hold slack (ns) | instances | util | instance area [µm²] | setup WS (ns)
after floorplan | 0.422 | 2130 | - | 42200 | 44.15
after global placement | 0.440 | 3541 | 0.427 | 44400 | 42.42
after detailed placement | 0.446 | 3541 | 0.427 | 44400 | 42.40
after CTS | 0.470 | 3740 | 0.460 | 47900 | 41.68
after global routing | 0.488 | 3740 | 0.460 | 47900 | 41.49
final | 0.468 | 3741 | 0.460 | 47900 | 41.71
No activity file was given, so power comes from the tool's default toggle rates.
